===== /design/flow/design.v =====
module KSA (s, a, b, c);
   parameter BITS = 64;
   parameter LEVELS = 6;
   input [BITS-1:0]  a;
   input [BITS-1:0]  b;
   input             c;       
   output [BITS:0]   s;       
   wire [BITS-1:0]   Plvl[LEVELS:0], Glvl[LEVELS:0];
   assign Plvl[0][BITS-1:0] = a^b;
   assign Glvl[0][BITS-1:0] = a&b;
   genvar 	     lvl;
   generate
      for (lvl = 1; lvl <= LEVELS; lvl = lvl + 1) begin
	 assign Plvl[lvl][2**(lvl-1)-1:0] = Plvl[lvl-1][2**(lvl-1)-1:0];
	 assign Glvl[lvl][2**(lvl-1)-1:0] = Glvl[lvl-1][2**(lvl-1)-1:0];
	 assign Plvl[lvl][BITS-1:2**(lvl-1)] = Plvl[lvl-1][BITS-1:2**(lvl-1)] & Plvl[lvl-1][BITS-1 - 2**(lvl-1):0];
	 assign Glvl[lvl][BITS-1:2**(lvl-1)] = (Plvl[lvl-1][BITS-1:2**(lvl-1)] & Glvl[lvl-1][BITS-1 - 2**(lvl-1):0]) | Glvl[lvl-1][BITS-1:2**(lvl-1)];
      end
   endgenerate
   assign s = {1'b0, Plvl[0]}^{Glvl[LEVELS], c};
endmodule
module KSA_pipe(s, a, b, c, clk);
   parameter BITS = 64;
   parameter LEVELS = 6;	 
   input [BITS-1:0]	a;
   input [BITS-1:0] 	b;
   input 		c;
   input 		clk;
   output [BITS:0] 	s;
   wire [BITS-1:0] aIn;
   wire [BITS-1:0] bIn;
   wire 	   cIn;
   wire [BITS:0]   sOut;
   always @ (posedge clk) begin
      aIn <= a;
      bIn <= b;
      cIn <= c;
   end
   KSA 
     #(.BITS(BITS), .LEVELS(LEVELS))
   adder4 (sOut, aIn, bIn, cIn);
   always @ (posedge clk) begin
      s <= sOut;
   end
endmodule

===== /design/flow/constraint.sdc =====
current_design KSA_pipe

set clk_period 10.4
set clk_io_pct 0.2

create_clock -name clk0 -period $clk_period [get_ports {clk}]

set non_clock_inputs [all_inputs -no_clocks]
set_input_delay [expr $clk_period * $clk_io_pct] -clock clk0 $non_clock_inputs
set_output_delay [expr $clk_period * $clk_io_pct] -clock clk0 [all_outputs]

===== /design/flow/run.sh =====
#!/bin/bash
# OpenROAD 26Q1-2900-gdf79404cd8, Yosys 0.63+post, stock flow scripts
make -C /OpenROAD-flow-scripts/flow DESIGN_CONFIG=/design/flow/config.mk WORK_HOME=/design/flow/orfs finish

===== /design/flow/config.mk =====
export PLATFORM = sky130hd
export DESIGN_NAME = KSA_pipe
export DESIGN_NICKNAME = KSA_pipe
export VERILOG_FILES = /design/flow/design.v
export SDC_FILE = /design/flow/constraint.sdc
export NUM_CORES = 4
export LEC_CHECK = 1
export CORE_UTILIZATION = 30

==> reports/qor.csv <==
metric,value,unit
DR iter-0 viols,256,
Worst-path clk slew,0.07,ns
number of cells on the critical path,1,
"area leader, netlist",dfxtp_1,
Fmax achieved,0.2999,GHz
aoi share,18.24,%
initial antenna violation count,0,
Die W,161.9,µm
Fin Clk Skew,0.008717,ns
area reported by Yosys stat,7669,µm²
#FFs+latches synth,194,
status,completed,
MaxCap Viol Count,0,
Slowest Stage Delay on Critical Path,0.47,ns
Min-Delay Endpoint,s[0]$_DFF_P_,
Ys Warns,6,
Critical Path End Type,output pin,
Static Leak,4.330,nW
clk latency of the worst-skew pair,0.42,ns
crit path DAT,1.25,ns
largest net degree at the start of global routing,19,
pwr/cell area,181.7,nW/µm²
placement row count,58,
DRC viols,0,
Reg power frac,44.6,%
Critical Path Start Type,register,
TNS Setup,0,ns
routed wire length,18400,µm
area fraction in mux cells,0,%
"Remaining Overflow, GRT",0,
Sw Ratio,25.31,%
slowest cell on the critical path,clkdlybuf4s50_1,
Port Buffer Count,194,
Detailed Place HPWL,14730,µm
Max VDD drop,0.1062,mV
Final setup viols,0,
Vias per Instance,4.581,
postcts setup bufs,0,
Final Hold Vio Count,0,
Avg Synthesized Cell Area,10.32,µm²
reg2reg start,aIn[0]$_DFF_P_,
TritonCTS clock tree,yes,
synthesized area,7669,µm²
WHS Path Cells,1,
area delta synth->final,37.35,%
Place WS,7.144,ns
period utilisation layout,32.07,%
R2R Setup Slk,7.11,ns
post-CTS resize count,0,
reg2reg end,s[58]$_DFF_P_,
Pins Over Slew Limit,0,
Min-Delay Path Class,register to register,
Top Layout Cells,"dfxtp_1 (194), clkdlybuf4s50_1 (194), a21oi_1 (68)",
first-pass GRT wire length,29500,µm
fp_density,30.54,%
Post-Synthesis Cells,743,
CTS Hold Bufs,0,
WP buf/inv,1,
post-synthesis cell type count,68,
gr usage total,14.71,%
Tot Pwr,0.001914,W
final worst slack,7.065,ns
Worst Path Max Fanout,1,
fraction of registers with async set/reset,0,%
Die ar.,26210,µm²
CTS max path bufs,2,
CP Cell Sequence,clkdlybuf4s50_1,
final cell count without fillers,1275,
Die Span Y,161.9,µm
Tmin final,3.335,ns
Max-Slew Margin vs Limit,56.12,%
clk sinks,194,
worst setup path class,register to output pin,
CTS buffer count,17,
IO Count,195,
Worst EP required,8.32,ns
"antenna viol nets, final",0,
Antenna Diode Count,0,
DR pass1 iterations,7,
and+or+nand+nor area frac,11.23,%
Slew @ Worst Pin,0.6523,ns
Max-area cell share,50.64,%
adder share,10.70,%
CTS root buffer,clkbuf_16,
post-route core utilization,41.95,%
yosys cell count,743,
clock power share,34.5,%
XORs/XNORs by Area,6.738,%
H-tree levels,4,
Avg WL per Cell,14.43,µm
Hold Path Origin,cIn$_DFF_P_,
gpl congestion,0.8719,
RSZ-0062 raised after global routing,false,
P_sw,0.0004844,W
Synth area leaders,"dfxtp_1 (51%), ha_1 (10%), a21oi_1 (4.4%)",
dominant synthesized flop cell,dfxtp_1,
cells on worst reg2reg path,13,
Post-synth EDFFs,0,
Internal,0.001430,W
layout cells sized above 1,6.349,%
Via Count,5841,
Comb power frac,20.8,%
number of global-route vias before repair,5741,
core area,25110,µm²
tool warnings,25,
Worst path top cell family by delay,buffers and inverters,
Dominant combinational family,AND-OR/OR-AND gates,
Cells after DPL,1243,
"Seq/Total Area, Yosys",50.64,%
==> synthesized netlist by cell type, types with 2 or more instances <==
cell,instances
a31oi_1,3
o21ba_2,3
o21ai_1,2
o22ai_1,2
a211o_1,2
and4_1,2
o21ai_0,30
a21oi_1,68
clkbuf_1,20
nand2_1,41
a21oi_2,5
o21a_1,3
ha_1,64
o21bai_1,16
o211ai_2,2
xor2_1,23
nor2_1,53
or3_1,3
o31ai_1,4
and3_1,2
o31a_1,2
clkbuf_2,2
a211oi_1,5
o221ai_1,5
or4_1,2
nor4_1,3
a21o_1,25
and2_1,2
inv_1,25
nor2b_1,4
xnor2_1,36
a221o_1,2
a221oi_1,2
nor3_1,14
nand3_1,13
nand4_1,21
nand2b_1,7
or2_2,2
dfxtp_1,194
==> through the flow <==
| step | hold WS (ns) | instance area (µm²) |
|---|---|---|
| floorplan | 0.4056 | 7669 |
| global placement | 0.4115 | 9930 |
| detailed placement | 0.4221 | 9930 |
| CTS | 0.4270 | 10530 |
| global route | 0.4437 | 10530 |
| finish | 0.4226 | 10530 |
==> metal layers <==
metal	vias up	global-route usage, %	wire [µm]
met1	2657	21.52	8477
met4	0	1.887	263
li1	3023	-	-
met5	-	0	0
met2	142	23.68	8732
met3	19	2.813	926
==> cell families after synthesis <==
logic type	Yosys count
AOI/OAI and AO/OA	200
DFF	194
and+or+nand+nor	176
buffers and inverters	49
adders and majority gates	65
xor gates and xnor gates	59
==> state kept, by name, indices dropped and copies added, names as in the netlist <==
name and count:
aIn 64, s 65, bIn 64, cIn 1
==> cell type report <==
cell class | instances | area [µm²]
clock buffer | 18 | 439.2
clock inverter | 14 | 163.9
fill | 2454 | 14580
inverter | 25 | 93.84
multi-input combinational | 500 | 3597
sequential | 194 | 3884
tap | 330 | 412.9
timing repair buffer | 194 | 1942
==> worst max path at each step <==
stage	startpoint	to	slack, ns
CTS	s[1]$_DFF_P_	s[1]	7.03
global route	bIn[0]$_DFF_P_	s[64]$_DFF_P_	6.92
finish	s[53]$_DFF_P_	s[53]	7.07
==> power by group through the flow <==
stage / Sequential (W) / Clock (W) / Combinational [W]
CTS: 0.000856 / 0.000683 / 0.000403
global route: 0.000862 / 0.000719 / 0.000441
finish: 0.000854 / 0.000661 / 0.000399
Power and IR drop assume default switching activity.
