[run.sh]
#!/bin/bash
# OpenROAD 26Q1-2900-gdf79404cd8, Yosys 0.63+post, stock flow scripts
make -C /OpenROAD-flow-scripts/flow DESIGN_CONFIG=/design/flow/config.mk WORK_HOME=/design/flow/orfs finish
[config.mk]
export PLATFORM = sky130hd
export DESIGN_NAME = vga_bsprite
export DESIGN_NICKNAME = vga_bsprite
export VERILOG_FILES = /design/flow/design.v
export SDC_FILE = /design/flow/constraint.sdc
export NUM_CORES = 4
export LEC_CHECK = 1
export CORE_UTILIZATION = 40
[constraint.sdc]
current_design vga_bsprite

set clk_period 25.7
set clk_io_pct 0.2

create_clock -name clk0 -period $clk_period

set non_clock_inputs [all_inputs -no_clocks]
set_input_delay [expr $clk_period * $clk_io_pct] -clock clk0 $non_clock_inputs
set_output_delay [expr $clk_period * $clk_io_pct] -clock clk0 [all_outputs]
[design.v]
`timescale 1ns / 1ps
module vga_bsprite(x0, y0, x1, y1, hc, vc, mem_value, rom_addr, R, G, B, blank);
	input [10:0] x0, y0, x1, y1;	 
	input [10:0] hc, vc;	 
	input [7:0] mem_value;	 
	input blank;
	output reg [14:0] rom_addr;	 
	output reg [2:0] R, G;
	output reg [1:0] B;	 
	reg [9:0] x, y;
	always @ (*) begin
		if (hc >= x0 & hc < x1)		 
			x = hc-x0;	 
		else
			x = 0;
		if (vc >= y0 & vc < y1)		 
			y = vc - y0;	 
		else
			y = 0;
		rom_addr = y * 344 + x;  
		if (x==0 & y==0)		 
			{R,G,B} = 8'd255;
		else
			{R,G,B} = mem_value;
	end
endmodule
==> qor.yml <==
yosys:
  syn_inst: 413
  synth-compound-area-share_pct: 17.18
  ys_types: 56
  synthAdderAreaFrac_pct: 42.80
  ys_sh_xor_pct: 8.831
  yosys_warnings: 1
  muxShareOfSynthArea_pct: 0.3182
  ys_chip_area_sq_um: 3146
  yosysTopAreaCell: "ha_1"
  synthTopLogicFamily: "adder cells"
  yosys_cells: 413
  syn_area_sq_um: 3146
  synth.avg_cell_area_sq_um: 7.616
  area_leaders: "ha_1 (33%), inv_1 (11%), fa_1 (10%)"
  yosys-top-cells-count: "inv_1 (93), ha_1 (82), nor2_1 (28), a21oi_1 (25), xnor2_1 (23)"
  top_cell: "inv_1"
  synth.top_cell.area_share_pct: 32.62
  simple_gate_share_pct: 19.49
  ys_seq_share_pct: 0
floorplanning:
  die_h_um: 90.68
  fp_util_pct: 42.46
  ioPinCount: 98
  placeableCoreArea_sq_um: 7408
  dieWidth_um: 90.68
  die_area_sq_um: 8223
  rows: 31
placed_design:
  dp_hpwl_mm: 6.120
  dpl_cell_area_sq_um: 4232
  io_buffer_count: 97
  place_inst: 607
  place_congestion: 0.8723
pwr:
  powerDensity_nw_per_um2: 36.17
  p_seq_share_pct: 0
  clockPowerShare_pct: 0
  peakVddDrop_mv: 0.01200
  power.share.switching_pct: 44.02
  p_leak_nw: 2.125
  p_int_mw: 0.08568
  p_comb_share_pct: 100.0
  p_switching_mw: 0.06737
grt:
  antenna_found_initial: 0
  grtUsageTotal_pct: 17.44
  grt_max_degree: 11
  grt_pass1_vias: 2756
  grt-ovfl-total: 0
  grt_pass1_wl_mm: 11.93
setup_path:
  critPathLaunchType: "input port"
  worstPathRequired_ns: 20.56
  crit_slowest_cell: "fa_1"
  cp_data_arrival_time_ns: 11.27
  path_max_fanout: 10
  cp_cell_sequence: "clkdlybuf4s50_1 > inv_1 > ha_1 > o21ai_0 > a21oi_1 > o31ai_2 > o31ai_1 > nand3_2 > nor2b_1 > ha_1 > ha_1 > fa_1 > inv_1 > fa_1 > xnor2_1 > ha_1 > or4_4 > a31oi_4 > nor2b_2 > nand4_1 > xor3_1 > clkdlybuf4s50_1"
  end_kind: "primary output"
  slowest_delay_ns: 0.57
  critPathMostFrequentCell: "ha_1"
  critPathKind: "input port to primary output"
cells_and_area:
  fillCellCount: 690
  stdcell_area_sq_um: 4232
  drive_gt1_share_pct: 2.559
  mi_logic_area_sq_um: 2788
  instances_no_fill: 607
  syn_to_final_growth_pct: 34.53
  flop_area_sq_um: 0
  seq_cell_count: 0
  nClkBuffers: 0
outcome:
  outcome: "complete, no violations"
sta:
  slew_violations: 0
  rsz0062_at_grt: "no"
  finalClockPeriodUsage_pct: 63.85
  tightest_slew_ns: 0.4755
  hold_viol_final: 0
  min_period_ns: 16.41
  timing.slew.headroom_pct: 68.09
  setup_viol: 0
  max_freq_mhz: 60.94
  fin_tns_setup_ns: 0
routing:
  vias: 2882
  routed_wl_mm: 6.614
  wl_per_cell_um: 10.90
  route.detailed.drc: 0
  insertedDiodeCount: 0
  drt.antenna.violating_nets: 0
  drt_iter0_drc: 57
  first_pass_iters: 4
  via_per_inst: 4.748
clock_tree:
  postCtsHoldBufs: 0
  post_cts_buffers: 0
  cts_resized: 0
flow_run:
  warning_count: 38
  cap_violations: 0
min_path:
  hp-class: "input port to primary output"
-- routing by layer --
layer	global-route usage, %	vias up	routed length, um
met1	26.84	1221	3444
met5	0	-	0
met2	28.41	69	2827
met4	0	0	0
li1	-	1592	-
met3	1.624	0	342
-- power groups by stage --
stage         combinational, mW  clock, mW  sequential [mW]
global route              0.175          0                0
CTS                       0.156          0                0
finish                    0.153          0                0
-- logic make-up after synthesis --
kind of cell             after synthesis
AND/OR/NAND/NOR                      112
adder cells (fa/ha/maj)               98
buffers and inverters                 95
AND-OR/OR-AND                         77
XOR/XNOR                              30
multiplexers                           1
-- cells in the final DEF (no fill, tap or decap), drive strengths merged, types with 5 or more instances in the layout --
cell type,instances
a211oi,5
a21o,9
a21oi,25
clkdlybuf4s50,97
fa,16
ha,82
inv,93
nand2,14
nand2b,5
nand3,8
nand3b,8
nand4,7
nor2,28
nor2b,16
nor3,11
o21a,5
o21ai,13
xnor2,23
xor2,6
-- per-stage QoR --
step	hold slack [ns]	setup slack [ns]	power [mW]	util [%]
final	11.20	9.290	0.1531	57.12
after global routing	11.24	8.891	0.1747	57.12
after CTS	11.21	9.252	0.1556	57.12
after detailed placement	11.21	9.262	0.1547	57.12
after global placement	11.21	9.276	0.1537	57.12
after floorplan	10.34	10.70	0.09566	-
-- critical path, delay by kind of cell --
kind | cells | cell delay (ns)
fa+ha+maj | 6 | 2.24
simple gates | 5 | 1.40
buf+inv | 4 | 0.99
compound gates | 5 | 0.92
xor+xnor | 2 | 0.56
-- area by class of cell --
type                       instances  area share (%)
multi-input combinational        318           65.88
tap                               99           2.927
inverter                          93           8.250
timing repair buffer              97           22.94
-- worst paths after layout --
kind  slack [ns]  cells after the start          from            to
min        11.20                      3  mem_value[5]          R[0]
max         9.29                     22         y0[5]  rom_addr[14]
Power figures rest on the tool's default switching activity, not on a simulated workload.
