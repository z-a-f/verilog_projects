[./design.v]
module REGS (Q, D, clk);
	parameter BITS = 64;
	input [BITS-1:0]	D;
	input				clk;
	output [BITS-1:0]	Q;
	genvar i;
	generate
		for (i = 0; i < BITS; i = i + 1) begin
			REG RR (Q[i], D[i], clk);
		end
	endgenerate
endmodule
module REG (Q, D, clk);
	input		D;
	input 		clk;
	output reg 	Q;
	always @ (posedge clk) begin
		Q <= D;
	end
endmodule
[./constraint.sdc]
current_design REGS

set clk_period 1.0
set clk_io_pct 0.2

create_clock -name clk0 -period $clk_period [get_ports {clk}]

set non_clock_inputs [all_inputs -no_clocks]
set_input_delay [expr $clk_period * $clk_io_pct] -clock clk0 $non_clock_inputs
set_output_delay [expr $clk_period * $clk_io_pct] -clock clk0 [all_outputs]
[./config.mk]
export PLATFORM = sky130hd
export DESIGN_NAME = REGS
export DESIGN_NICKNAME = REGS
export VERILOG_FILES = /design/flow/design.v
export SDC_FILE = /design/flow/constraint.sdc
export NUM_CORES = 4
export LEC_CHECK = 1
export CORE_UTILIZATION = 30
[./run.sh]
#!/bin/bash
# OpenROAD 26Q1-2900-gdf79404cd8, Yosys 0.63+post, stock flow scripts
make -C /OpenROAD-flow-scripts/flow DESIGN_CONFIG=/design/flow/config.mk WORK_HOME=/design/flow/orfs finish
==> qor.csv <==
stage,metric,value,unit
placed_design,dp_cells,264,
routing,drc,0,
critical_path,cp-end-kind,primary output,
power_and_ir_drop,p_leak,1.14,nW
synth,synth_flops,64,
clock_network,clock_path_buffers,2,
finish,drive_gt1_frac,0.375,
routing,drt_iter0_markers,5,
synth,synth_area_per_cell,13.8,um^2
grt,grt_use_total,0.0917,
critical_path,arrival,0.74,ns
critical_path,worstSetupEndpoint,Q[51],
synth,ys_seq_share,0.727,
clock_network,cts_tree,done,
final_timing,post-route-min-period,0.936,ns
synth,top_area_cell,dfxtp_1,
grt,grt_pass1_vias,905,
finish,regMostFlops,genblk1.RR.Q,
die,dieArea,6180,um^2
clock_network,post_cts_buffers,0,
critical_path,cp-startpoint,genblk1[51].RR.Q,
finish,largest_registers,genblk1.RR.Q (64),
final_timing,setup_tns,0,ns
final_timing,maxSlewHeadroom,0.931,
run,drv_cap,0,
critical_path,crit_path_max_fanout,1,
routing,vias_per_cell,3.35,
synth,synth_area,1760,um^2
routing,dr_total_vias,938,
final_timing,period_used_share,0.936,
final_timing,drv_slew,0,
critical_path,critPathKind,reg -> out,
clock_network,clk_pin_slew,0.06,ns
finish,final_common_cell,clkdlybuf4s50_1,
critical_path,worst_ep_required_time,0.80,ns
run,warning_count,25,
worst_hold_path,min_from,D[54],
critical_path,worstSetupPathDepth,1,
final_timing,finalSetupViolCount,0,
clock_network,root_buffer,clkbuf_8,
routing,wl_per_cell,10.2,um
placed_design,port_buffers,128,
critical_path,critical-path-max-stage-delay,0.31,ns
final_timing,hold_viol,0,
critical_path,cpMaxStageDelayCell,dfxtp_2,
critical_path,critPathTopFamily,flip-flops,
finish,layout_top_cells,"clkdlybuf4s50_1, dfxtp_1, buf_2",
grt,grt_max_degree,11,
synth,synth_top_area_share,0.727,
finish,instances_no_fill,280,
final_timing,worst_pin_slew,0.103,ns
synth,synth.distinct_cells,2,
finish,fillers,564,
synth,area_leaders,"dfxtp_1, buf_4",
power_and_ir_drop,powerDensity,2010,nW/um^2
finish,areaGrowthSynthToFinish,42.7,%
synth,ys_cells,128,
routing,drt-total-wl,2.85,mm
routing,ant_nets,0,
clock_network,cts_buffers,9,
critical_path,path_cells,buf_2,
grt,grt-ovfl-total,0,
die,num_io_pins,129,
die,die_x,78.6,um
finish,largest_reg_flops,64,
grt,grt_pass1_wl,4.29,mm
clock_network,htreeDepth,3,
routing,drt-pass1-iter-count,3,
final_timing,rsz0062_at_grt,false,
die,die_h,78.6,um
power_and_ir_drop,ir_drop,0.922,mV
finish,regArea,1280,um^2
synth,synthCells,128,
die,rows,27,
finish,comb_area,0,um^2
critical_path,cp.buffers_inverters,1,
grt,antenna_found_initial,0,
finish,comb_cells,0,
synth,yosys_area,1760,um^2
die,core,5570,um^2
routing,antennaDiodeCount,0,
die,fp_util,0.316,
outcome,outcome,finished clean,
synth,yosys_warnings,1,
final_timing,max_freq,1.07,GHz
worst_hold_path,hold_path.class,in -> reg,
placed_design,gp_congestion,0.697,
critical_path,startpoint_type,register,
clock_network,clock-sinks,64,
==> timing repair <==
item / 4_1_cts / 5_1_grt
hold endpoints to repair: 0 / 0
cloned: 0 / 0
endpoints found under the setup margin: 64 / 1
gates resized: 192 / 1
hold buffers: 0 / 0
pin swaps: 0 / 0
==> where the power goes <==
group | internal (mW) | switching [mW] | leakage (nW)
Sequential | 2.69 | 0.0248 | 0.540
Combinational | 0.296 | 0.0435 | 0.502
Clock | 1.14 | 0.858 | 0.0941
==> per-layer routing <==
metal,share of wire,vias up,GRT usage
met5,0,-,0
met4,0.026,0,0.0315
met3,0.17,10,0.0555
met2,0.44,75,0.130
met1,0.37,379,0.117
li1,-,474,-
==> logic make-up after synthesis <==
group / count (synthesis) / share of synthesized area
buf+inv: 64 / 0.273
flops: 64 / 0.727
==> worst min-delay path by stage <==
| stage | to | depth (start not counted) |
|---|---|---|
| CTS | genblk1[0].RR.Q | 1 |
| global route | genblk1[12].RR.Q | 1 |
| finish | genblk1[54].RR.Q | 1 |
==> Yosys cell counts <==
master	n
buf_4	64
dfxtp_1	64
==> area by class of cell <==
type / count / area share
Clock buffer: 12 / 0.0538
Sequential cell: 64 / 0.510
Timing Repair Buffer: 128 / 0.382
Clock inverter: 4 / 0.0179
Tap cell: 72 / 0.0358
==> per-stage QoR <==
step	utilization	setup slack [ns]	area, um^2	power, mW	hold slack [ns]
after floorplan	-	0.420	1760	2.92	0.228
after global placement	0.476	0.0311	2650	3.24	0.649
after detailed placement	0.476	0.0312	2650	3.25	0.652
after CTS	0.452	0.00421	2520	5.16	0.285
after global routing	0.451	0.0133	2510	5.31	0.285
final	0.451	0.0639	2510	5.05	0.313
No activity file was given, so power comes from the tool's default toggle rates.
